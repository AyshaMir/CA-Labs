[flow/config.mk]
export PLATFORM = sky130hd
export DESIGN_NAME = top
export DESIGN_NICKNAME = top
export VERILOG_FILES = /design/flow/design.v
export SDC_FILE = /design/flow/constraint.sdc
export NUM_CORES = 4
export LEC_CHECK = 1
export CORE_UTILIZATION = 40
[flow/constraint.sdc]
current_design top

set clk_period 6.2
set clk_io_pct 0.2

create_clock -name clk0 -period $clk_period [get_ports {clk}]

set non_clock_inputs [all_inputs -no_clocks]
set_input_delay [expr $clk_period * $clk_io_pct] -clock clk0 $non_clock_inputs
set_output_delay [expr $clk_period * $clk_io_pct] -clock clk0 [all_outputs]
[flow/design.v]
`timescale 1ns / 1ps
module countdown(
    input clk,
    input rst,
    input enable,
    input load,
    input [15:0] load_value,
    output reg [15:0] count_out
);
    reg [26:0] clk_div;
    wire tick;
    always @(posedge clk or posedge rst) begin
        if (rst)
            clk_div <= 0;
        else
            clk_div <= clk_div + 1;
    end
    assign tick = (clk_div == 100_000_000 - 1);
    always @(posedge clk or posedge rst) begin
        if (rst)
            count_out <= 0;
        else if (load)
            count_out <= load_value;
        else if (enable && tick && count_out > 0)
            count_out <= count_out - 1;
    end
endmodule
`timescale 1ns / 1ps
module fsm_counter(
    input clk,
    input rst,
    input [15:0] sw_in,
    output reg [15:0] led_state
);
    localparam WAIT  = 1'b0;
    localparam COUNT = 1'b1;
    reg state, next_state;
    reg enable;
    reg load_counter;
    reg [15:0] latched_value;
    wire [15:0] count_val;
    countdown timer(
        .clk(clk),
        .rst(rst),
        .enable(enable),
        .load(load_counter),
        .load_value(latched_value),
        .count_out(count_val)
    );
    always @(*) begin
        case(state)
            WAIT:
                next_state = (sw_in != 0) ? COUNT : WAIT;
            COUNT:
                next_state = (count_val == 0) ? WAIT : COUNT;
            default:
                next_state = WAIT;
        endcase
    end
    always @(posedge clk or posedge rst) begin
        if (rst) begin
            state <= WAIT;
            enable <= 0;
            load_counter <= 0;
            latched_value <= 0;
            led_state <= 0;
        end
        else begin
            state <= next_state;
            if (state == WAIT && next_state == COUNT) begin
                latched_value <= sw_in;
                load_counter <= 1;
                enable <= 1;
            end
            else begin
                load_counter <= 0;
                enable <= (next_state == COUNT);
            end
            if (state == WAIT)
                led_state <= sw_in;
            else
                led_state <= count_val;
        end
    end
endmodule
`timescale 1ns / 1ps
module switches(
    input clk,
    input rst,
    input [15:0] btns,
    input [15:0] switches,
    input readEnable,
    input [31:0] writeData,
    input writeEnable,
    output reg [31:0] readData
);
    always @(posedge clk) begin
        if (rst)
            readData <= 32'b0;
        else
            readData <= {16'b0, switches};
    end
endmodule
`timescale 1ns / 1ps
module top(
    input clk,
    input rst,
    input [15:0] sw,
    output [15:0] leds
);
    wire [31:0] switch_bus;
    wire [15:0] fsm_led_out;
    switches swmod (
        .clk(clk),
        .rst(rst),
        .btns(16'b0),
        .switches(sw),
        .readEnable(1'b0),
        .writeData(32'b0),
        .writeEnable(1'b0),
        .readData(switch_bus)
    );
    fsm_counter fsm (
        .clk(clk),
        .rst(rst),
        .sw_in(switch_bus[15:0]),
        .led_state(fsm_led_out)
    );
    assign leds = fsm_led_out;
endmodule
[flow/run.sh]
#!/bin/bash
# OpenROAD 26Q1-2900-gdf79404cd8, Yosys 0.63+post, stock flow scripts
make -C /OpenROAD-flow-scripts/flow DESIGN_CONFIG=/design/flow/config.mk WORK_HOME=/design/flow/orfs finish
==> ds_physical_params.txt <==
Summary of implementation characteristics

Parameter                              Value

Global route
  GRT Util Overall    17.2%
  Global-route wire length before repair    13.3 mm
  Remaining global-route overflow    0
  Initial antenna violation count    0
  Pin count of the biggest net entering global routing    42
  Met2 GRT Util    24.5%
  Routing usage on met3    3.50%
  Vias in the first global route    2678
  Routing layer with the top usage in global route    met1
  Met1 Resource Use GR    29.3%

STA
  Tcrit/Tclk final    44.6%
  RSZ-0062 raised after global routing    no
  Final min period    2760 ps
  Final Hold Violation Tally    0
  Worst Hold Margin    464 ps
  Max Freq    362 MHz
  Clk_skew    12.4 ps
  Sum of negative setup slack    0 ps
  Final Setup Violations    0
  Final number of max-transition violations    0
  Relative max-transition margin    49.6%
  Transition time of the tightest slew-check pin    755 ps

Cells and area
  Synthesis-to-layout area growth    16.4%
  Share of cells above drive strength 1    8.12%
  Commonest non-fill, non-tap cells in the layout    sky130_fd_sc_hd__nand2_1 (99), sky130_fd_sc_hd__dfrtp_1 (77), sky130_fd_sc_hd__clkdlybuf4s50_1 (33)
  Reg area    2250 µm²
  Cell Count, Final, Fillers Out    560
  Combinational gate area    1600 µm²
  Fillcell total    873
  Commonest non-fill, non-tap cell in the layout    sky130_fd_sc_hd__nand2_1

Floorplanning
  Std cell rows    35
  Number of top-level pins    34
  Core area    9420 µm²
  Die Span X    101 µm
  Fp_density    41.9%
  Vertical die size    101 µm
  Chip area    10300 µm²

Hold path
  Tightest Hold Check Type    reg2reg

Route
  Post-detailed-route count of antenna-violating nets    0
  Post-DR vias/cell    4.93
  Routed Wire Length    7.56 mm
  Routed len/inst    13.5 µm
  Violation count after the first detailed-route iteration    99
  Overall via count from detail_route    2762
  Residual DRC count    0
  Antenna cell count    0
  First-pass DRT Iterations    4

Place
  Half-perimeter wire length after placement    5.17 mm
  Quantity of I/O buffers inserted on ports    33
  Number of cells after detailed placement    544
  Weighted congestion at the end of routability-driven global placement    0.804

Critical path
  Endpoint required time on the critical path    6670 ps
  Crit path capture type    asynchronous set/reset pin
  Max FO, Critical Path    41
  Launching element type of the critical path    primary input
  WP data arrival    3240 ps
  Critical path class    in2async

Clock tree
  Number of buffers inserted to repair setup after CTS    0
  Clock insertion delay at the later pin of the skew report    360 ps
  H-tree Lvls    3
  Root Buffer    sky130_fd_sc_hd__clkbuf_8
  Maximum root-to-sink buffer count    2
  Number of clock sinks seen by CTS    93
  TritonCTS clock tree    built
  Post-CTS clock slew at the launch and capture registers of the worst setup and hold paths    90 ps
  Clock buffer count from CTS    9
  Number of buffers inserted for hold repair after clock tree synthesis    0
  CTS resizes    0

Synth
  Avg Cell Area, Syn    10.1 µm²
  Number of instances in the synthesized netlist    390
  Unique cell type count in the Yosys netlist    45
  Dominant register cell in the synthesized netlist    sky130_fd_sc_hd__dfrtp_1
  Synth Register Bits    93
  Synth Seq Share    56.9%
  Proportion of register bits with asynchronous set or reset after synthesis    82.8%
  Cell Area, Synth    3950 µm²
  Yosys-reported design area after synthesis    3950 µm²
  Post-synthesis cell count from yosys    390
  Count of library flops with an enable pin    0
  Cell type with the largest total area    sky130_fd_sc_hd__dfrtp_1
  Count of warnings emitted by yosys    3
  Top cell area share    48.8%
  Top cells by area in the synthesized netlist    sky130_fd_sc_hd__dfrtp_1 (49%), sky130_fd_sc_hd__nand2_1 (9.4%), sky130_fd_sc_hd__dfxtp_1 (8.1%), sky130_fd_sc_hd__xnor2_1 (5.5%), sky130_fd_sc_hd__nor4_1 (2.9%)

Power
  Power density cells    397 nW/µm²
  Peak VDD IR    0.173 mV
  Leakage power figure    2.05 nW

Flow run
  Number of warnings in the stage logs    25
  Max-cap violation count    0

Outcome
  Run status    completed
-- cell families after synthesis --
group	share of synthesized area [%]
buffers and inverters	2.57
flip-flops	56.9
AND/OR/NAND/NOR	27.2
AND-OR/OR-AND	3.99
adder cells (fa/ha/maj)	0.634
multiplexers	0.665
XOR/XNOR	7.99
-- path summary, 6_finish.rpt --
path                                  startpoint                       to  slack (ps)  depth (start not counted)
min reg2reg                fsm.timer.clk_div[24]    fsm.timer.clk_div[24]         460                          1
min in group asynchronous                    rst         fsm.led_state[5]        1740                          2
max                                          rst   fsm.timer.count_out[8]        3440                          3
max reg2reg                fsm.timer.clk_div[17]  fsm.timer.count_out[14]        3680                          5
max in group clk0          fsm.timer.clk_div[17]  fsm.timer.count_out[14]        3680                          5
min                        fsm.timer.clk_div[24]    fsm.timer.clk_div[24]         460                          1
-- cells in the mapped netlist, types with 2 or more instances --
cell type                  count
sky130_fd_sc_hd__a31oi_1       4
sky130_fd_sc_hd__or4_4         2
sky130_fd_sc_hd__or2_2         2
sky130_fd_sc_hd__nand2_1      99
sky130_fd_sc_hd__clkbuf_1      8
sky130_fd_sc_hd__o21ai_0      13
sky130_fd_sc_hd__xnor2_1      25
sky130_fd_sc_hd__nor4_4        2
sky130_fd_sc_hd__or3_2         2
sky130_fd_sc_hd__dfrtp_1      77
sky130_fd_sc_hd__nand4_1       8
sky130_fd_sc_hd__nor2b_1      16
sky130_fd_sc_hd__ha_1          2
sky130_fd_sc_hd__or4_1         3
sky130_fd_sc_hd__nand4b_1      2
sky130_fd_sc_hd__dfxtp_1      16
sky130_fd_sc_hd__nand3_1      13
sky130_fd_sc_hd__inv_1        11
sky130_fd_sc_hd__nor4_1       18
sky130_fd_sc_hd__nor2_1       20
sky130_fd_sc_hd__and4_1        4
sky130_fd_sc_hd__nor3_1        6
sky130_fd_sc_hd__o31ai_1       2
sky130_fd_sc_hd__or3_1         2
sky130_fd_sc_hd__buf_6         2
sky130_fd_sc_hd__xor2_1       11
sky130_fd_sc_hd__and3_1        2
-- area by class of cell --
type / count / share of cell area (%)
Sequential cell: 93 / 48.9
Multi-Input combinational cell: 274 / 34.8
Timing Repair Buffer: 36 / 7.68
Tap cell: 129 / 3.51
Clock buffer: 9 / 2.70
Clock inverter: 7 / 1.42
Inverter: 12 / 0.980
-- layer usage --
| metal | share of wire [%] | routed length [µm] | vias up |
|---|---|---|---|
| li1 | - | - | 1392 |
| met4 | 0.93 | 70 | 0 |
| met2 | 43 | 3290 | 55 |
| met1 | 50 | 3810 | 1309 |
| met5 | 0 | 0 | - |
| met3 | 5.2 | 391 | 6 |
-- critical path: stages --
cell	delay [ps]
sky130_fd_sc_hd__clkdlybuf4s50_1	680
sky130_fd_sc_hd__inv_2	700
sky130_fd_sc_hd__buf_4	560
-- state kept, by name, indices dropped and copies added (netlist names) --
name	count
fsm.latched_value	16
fsm.led_state	16
fsm.load_counter	1
fsm.state	1
fsm.timer.clk_div	27
fsm.timer.count_out	16
swmod.readData	16
-- power breakdown --
group	internal [mW]	total [mW]	switching (mW)
Clock	0.155	0.387	0.232
Combinational	0.270	0.556	0.286
Sequential	0.757	0.879	0.122
-- stage by stage --
stage / cell area, µm² / setup WS, ps / utilization [%] / total power, mW
4_1_cts: 4590 / 3330 / 48.8 / 1.85
5_1_grt: 4590 / 3130 / 48.8 / 1.97
3_5_place_dp: 4410 / 2920 / 46.8 / 1.45
2_1_floorplan: 3950 / 2780 / - / 1.23
3_3_place_gp: 4410 / 2970 / 46.8 / 1.44
6_report: 4590 / 3440 / 48.8 / 1.82
Power is estimated from default activity; no workload was simulated.
