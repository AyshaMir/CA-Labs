--- flow/config.mk ---
export PLATFORM = sky130hd
export DESIGN_NAME = registerfile
export DESIGN_NICKNAME = registerfile
export VERILOG_FILES = /design/flow/design.v
export SDC_FILE = /design/flow/constraint.sdc
export NUM_CORES = 4
export LEC_CHECK = 1
export CORE_UTILIZATION = 40
--- flow/constraint.sdc ---
current_design registerfile

set clk_period 8.3
set clk_io_pct 0.2

create_clock -name clk0 -period $clk_period [get_ports {clk}]

set non_clock_inputs [all_inputs -no_clocks]
set_input_delay [expr $clk_period * $clk_io_pct] -clock clk0 $non_clock_inputs
set_output_delay [expr $clk_period * $clk_io_pct] -clock clk0 [all_outputs]
--- flow/design.v ---
`timescale 1ns / 1ps
module registerfile(
    input clk,
    input rst,
    input WriteEnable,
    input [4:0] rs1,
    input [4:0] rs2,
    input [4:0] rd,
    input [31:0] WriteData,
    output [31:0] readdata1,
    output [31:0] readdata2
);
reg [31:0] regs [31:0];
integer i;
always @(posedge clk or posedge rst)
begin
    if (rst)
    begin
        for (i = 0; i < 32; i = i + 1)
            regs[i] <= i;
        regs[0] <= 32'b0;
    end
    else
    begin
        if (WriteEnable && rd != 5'b00000)
            regs[rd] <= WriteData;
        regs[0] <= 32'b0;
    end
end
assign readdata1 = (rs1 == 5'b00000) ? 32'b0 : regs[rs1];
assign readdata2 = (rs2 == 5'b00000) ? 32'b0 : regs[rs2];
endmodule
--- flow/run.sh ---
#!/bin/bash
# OpenROAD 26Q1-2900-gdf79404cd8, Yosys 0.63+post, stock flow scripts
make -C /OpenROAD-flow-scripts/flow DESIGN_CONFIG=/design/flow/config.mk WORK_HOME=/design/flow/orfs finish
==> flow_summary_export.csv <==
group,metric,value,unit
status,status,"complete, no violations",
synthesis,postSynthSeqShare,48.3,%
synthesis,edf_count,0,
synthesis,yosysCellCount,4662,
detailed_routing,drc,0,
synthesis,yosysWarnings,2,
synthesis,synth_flops,992,
final_timing,finalHoldViolations,0,
worst_hold_path,min_path_cells,1,
synthesis,synthArstFlopShare,100,%
clock_network,cts_buffers,109,
placement,hpwl,163,mm
final_timing,slew_viol_final,0,
final_timing,slew_headroom,18.8,%
global_route,grt_pass1_vias,46500,
floorplanning,die_w,361,microns
placement,numPortBuffers,113,
global_route,grt_use_met3,30.3,%
clock_network,cts-root-buf,"clkbuf_16",
worst_setup_path,startpoint_type,"primary input",
detailed_routing,drt-total-wl,272,mm
final_timing,worstMarginPinSlew,1.22,ns
finish,top_regs,"regs (992)",
clock_network,post_cts_buffers,0,
worst_hold_path,min_path_type,"flop to flop",
worst_setup_path,r2r_setup_slack,7.37,ns
clock_network,insertion_delay,0.70,ns
worst_setup_path,cp.required,6.64,ns
global_route,track_usage,42.8,%
global_route,grt.met2_usage,54.2,%
finish,syn_to_final_growth,15.0,%
placement,globalplace.congestion,1.07,
finish,final_common_cell,"mux2_2",
flow_run,warnings,36,
finish,final_cell_area,0.0594,sq mm
finish,largest_register_ff_count,992,
floorplanning,die_area,0.131,sq mm
final_timing,min_period,7.69,ns
power,p_total,14.1,mW
final_timing,finalClockPeriodUsage,92.7,%
power,leakagePower,25.1,nW
finish,logic_area,0.0250,sq mm
worst_setup_path,cp-end-kind,"output pin",
worst_setup_path,r2r_cells,1,
worst_setup_path,r2r_end,"regs[24][16]",
power,p_per_area,237,mW/mm^2
clock_network,h-tree-depth,3,
clock_network,clk_pin_slew_worst_paths,0.06,ns
global_route,busiest_layer,"met2",
final_timing,max_clock_freq,130,MHz
detailed_routing,ant_nets,0,
finish,mostFrequentLayoutCells,"mux2_2, dfrtp_1, nand3_1, a22oi_1, buf_4",
final_timing,finalSetupViolations,0,
global_route,grt_start_max_net_pins,118,
synthesis,syn_area,0.0516,sq mm
global_route,antenna_found_initial,29,
finish,register_area,0.0249,sq mm
finish,drive_gt1_share,34.6,%
flow_run,cap_violations,0,
worst_setup_path,criticalPathCategory,"primary input to output pin",
power,peakVddDrop,0.153,mV
global_route,overflow,0,
floorplanning,fp_util,40.4,%
detailed_routing,viasPerCell,7.45,
placement,dpl_cell_area,0.0555,sq mm
worst_setup_path,r2r_start,"regs[24][16]",
synthesis,yosys_area,0.0516,sq mm
synthesis,synthFlopType,"dfrtp_1",
worst_setup_path,path_max_fanout,40,
clock_network,cts_num_sinks,992,
synthesis,syn_inst,4662,
detailed_routing,drtIter0Drc,6887,
floorplanning,num_rows,131,
synthesis,avgSynthCellArea,11.1,sq um
finish,fill_cells,11500,
finish,final_util,46.5,%
worst_setup_path,crit_arrival,6.03,ns
clock_network,cts_tree,"done",
worst_hold_path,min_from,"regs[8][27]",
global_route,grt_pass1_wl,373,mm
finish,top_register,"regs",
clock_network,postCtsHoldBufs,0,
final_timing,fin_skew,0,ns
global_route,use_met1,51.8,%
floorplanning,die_h,361,microns
worst_hold_path,holdPathEnd,"regs[8][27]",
detailed_routing,avgRoutedWirePerCell,42.3,microns
detailed_routing,vias,47900,
synthesis,ys_types,62,
detailed_routing,dr.pass1.iters,10,
floorplanning,core-area,0.128,sq mm
final_timing,rsz0062_at_grt,"no",
clock_network,cts_buffer_depth,3,
final_timing,timing.hold.ws,0.521,ns
floorplanning,ios,114,
clock_network,cts_resized,0,
==> cells by family after synthesis <==
family,after synthesis,synth area share [%]
compound gates,713,10.4
buf+inv,526,4.01
flops,992,48.3
mux,1004,21.9
simple gates,1427,15.5
==> worst max-delay path, cell delays in order <==
cell,delay (ns)
buf_4,0.55
buf_4,0.64
and3_2,1.03
buf_4,0.50
nand3_1,0.13
nand4_1,0.14
nor4_1,0.06
buf_4,0.12
a31oi_1,0.50
clkdlybuf4s50_1,0.61
==> how the worst max path moves through the flow <==
| stage | start | cells past startpoint | to | slack, ns |
|---|---|---|---|---|
| final | rs2[0] | 10 | readdata2[31] | 0.61 |
| after global routing | rs2[4] | 8 | readdata2[31] | 0.78 |
| after CTS | rs2[4] | 8 | readdata2[31] | 0.99 |
==> report_power, final <==
group          internal [mW]  total, mW  switching [mW]
clock network           3.08       5.23            2.15
registers               5.83       6.75           0.919
logic                   1.04       2.10            1.06
==> synthesized netlist by cell type (4+ instances only) <==
master     number  area share, %
o21ai_0        13           0.13
and2_1         40           0.48
mux2i_1         9           0.17
nor3_1         16           0.16
a211oi_1        4          0.058
and3_1        199            2.4
a21oi_1        70           0.68
nor2b_1        10           0.12
buf_1          94           0.68
and3b_1         8           0.14
dfstp_2        80            4.1
a221o_1        10           0.19
a31o_2          9           0.15
a2111oi_0      59            1.0
nor4bb_1        5          0.097
a222oi_1       36           0.70
a31oi_1        68           0.82
nor2_1         48           0.35
nand2b_1        6          0.073
and2_0          5          0.061
nand4b_1        4          0.068
buf_2          60           0.58
a32oi_1         5          0.085
nand3_1       680            6.6
nand3b_1       11           0.16
a221oi_1        8           0.14
mux2_2        995             22
o31a_1         15           0.25
nor4_1         46           0.56
clkbuf_1      365            2.7
nand2_1        72           0.52
nor3b_1         8           0.12
a22o_1         39           0.66
nand4_1       205            2.5
and4_1         51           0.86
dfrtp_1       912             44
a22oi_1       355            5.2
inv_1           4          0.029
==> area by class of cell <==
class / instances / share of cell area (%)
diodes: 28 / 0.118
clock buffers: 157 / 5.34
clock inverters: 45 / 1.07
inverters: 4 / 0.0316
multi-input cells: 3144 / 42.1
flip-flops and latches: 992 / 41.9
well taps: 1662 / 3.50
repair buffers: 395 / 5.88
==> per-stage QoR <==
stage	setup TNS, ns	setup WS (ns)	std cells
2_1_floorplan	-6593.44	-6.96	4662
3_3_place_gp	0	1.05	6197
3_5_place_dp	0	1.04	6197
4_1_cts	0	0.994	6399
5_1_grt	0	0.783	6405
6_report	0	0.608	6427
==> per-layer routing <==
layer	vias up	routed length, microns
li1	17900	-
met1	23600	91400
met2	4735	104000
met3	1564	51400
met4	48	23700
met5	-	747
Power is estimated from default activity; no workload was simulated.
