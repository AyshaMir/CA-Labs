### design/flow/design.v
module ALU (
    input  [31:0] A,
    input  [31:0] B,
    input  [3:0]  ALUControl,
    output reg [31:0] ALUResult,
    output Zero
);
always @(*) begin
    case (ALUControl)
        4'b0000: ALUResult = A & B;               
        4'b0001: ALUResult = A | B;               
        4'b0010: ALUResult = A + B;               
        4'b0110: ALUResult = A - B;               
        4'b0011: ALUResult = A ^ B;               
        4'b0100: ALUResult = A << B[4:0];         
        4'b0101: ALUResult = A >> B[4:0];         
        4'b0111: ALUResult = (A == B) ? 32'd1 : 32'd0;  
        default: ALUResult = 32'd0;
    endcase
end
assign Zero = (ALUResult == 32'd0);
endmodule
### design/flow/run.sh
#!/bin/bash
# OpenROAD 26Q1-2900-gdf79404cd8, Yosys 0.63+post, stock flow scripts
make -C /OpenROAD-flow-scripts/flow DESIGN_CONFIG=/design/flow/config.mk WORK_HOME=/design/flow/orfs finish
### design/flow/config.mk
export PLATFORM = sky130hd
export DESIGN_NAME = ALU
export DESIGN_NICKNAME = ALU
export VERILOG_FILES = /design/flow/design.v
export SDC_FILE = /design/flow/constraint.sdc
export NUM_CORES = 4
export LEC_CHECK = 1
export CORE_UTILIZATION = 50
### design/flow/constraint.sdc
current_design ALU

set clk_period 15.1
set clk_io_pct 0.2

create_clock -name clk0 -period $clk_period

set non_clock_inputs [all_inputs -no_clocks]
set_input_delay [expr $clk_period * $clk_io_pct] -clock clk0 $non_clock_inputs
set_output_delay [expr $clk_period * $clk_io_pct] -clock clk0 [all_outputs]
==> Slide: Implementation Results <==
Run Summary

Die
  • Die Ht: 137.2 um
  • Io pins: 101
  • Die Width: 137.2 um
  • Total die size: 18830 sq um
  • Core box area: 17960 sq um
  • # rows: 49
  • FP Core Util: 0.5090

STA
  • Fmax: 80.89 MHz
  • Max Slew Vio Count: 0
  • Final worst-path cycle share: 0.8187
  • Final Setup Violations: 0
  • Slew margin rel.: 0.3849
  • Final Critical Period: 12.36 ns
  • TNS Setup: 0 ns
  • Unrepaired setup endpoints after global routing: no
  • Final hold violation count: 0
  • Worst-Margin Slew: 0.9103 ns

Worst setup path
  • Setup Crit Path Kind: in -> out
  • Crit path launch type: primary input
  • Critical path endpoint category: output port
  • Critical-path maximum fanout: 40
  • CP arrival: 9.34 ns
  • Worst endpoint required time: 12.08 ns

Detailed routing
  • Vias/cell: 7.260
  • Antenna Nets Post-Route: 0
  • Drt total wl: 42540 um
  • First-pass DRT Iterations: 8
  • # DRC: 0
  • Iter 0 DRT Violations: 1543
  • Antenna Cells: 0
  • Vias: 11360
  • WL/cell: 27.18 um

Synth
  • Chip area in the Yosys report: 9144 sq um
  • Biggest area cells: ha_1 (14%), mux2i_1 (9.7%), mux4_2 (6.4%)
  • Seq share, synth: 0
  • Area leader, netlist: ha_1
  • Ys cells: 1312
  • Yosys Warn Count: 1
  • Synth Instances: 1312
  • Synth Area per Inst: 6.969 sq um
  • Distinct lib cells: 83
  • Top area contributor share: 0.1368
  • Syn Std Cell Area: 9144 sq um

Placement
  • RD Place Congestion: 1.080
  • Dpl hpwl: 33020 um
  • Port bufs: 101

Global route
  • GRT Overall Usage: 0.4566
  • GRT overflow: 0
  • Largest net degree at the start of global routing: 55
  • First-pass GRT wire length: 62720 um
  • Initial antenna violation count: 0
  • Vias in the first global route: 10130

CTS
  • Setup repair bufs after CTS: 0
  • Post-cts resize count: 0
  • Hold_buf cts: 0

Final layout
  • Layout cells sized above 1: 0.07485
  • Area grow syn2layout: 11.12%
  • Flop count: 0
  • # clk buffers: 0
  • Register area: 0 sq um

Pwr
  • Total power: 406.0 uW
  • Leakage: 0.004258 uW
  • Worst vdd ir: 0.00004350 V
  • Pwr/cell area: 39.95 nW/um^2

Flow run
  • Total of max-cap violations: 0
  • Tool Warnings: 101

Min path
  • Min-Delay Path Class: in -> out

Status
  • Status: finished, final reports clean
synthesized netlist by cell type, drive strengths merged, types with 15 or more instances:
cell	instances
nor2	111
ha	100
inv	98
nand2	97
mux2i	90
a21oi	85
o21ai	76
clkbuf	66
o22ai	45
buf	33
nand3	33
a22oi	28
nor3	28
mux4	26
nand2b	23
a211oi	22
mux2	21
nor4	21
o211ai	21
a221oi	19
a21o	16
nand4	16
a221o	15
layer usage:
layer,part of all wire,vias to the layer above,GRT usage
met2,0.42,822,0.6655
met5,0,-,0
li1,-,5061,-
met3,0.12,126,0.1220
met4,0.040,0,0.1648
met1,0.41,5353,0.6464
through the flow:
stage,utilization,setup WS [ns],instance area (sq um),cells,hold WS (ns)
6_report,0.5656,2.737,10160,1565,7.200
5_1_grt,0.5656,2.371,10160,1565,7.214
4_1_cts,0.5656,2.821,10160,1565,7.171
3_5_place_dp,0.5656,2.862,10160,1565,7.170
3_3_place_gp,0.5656,2.956,10160,1565,7.231
2_1_floorplan,-,4.228,9144,1312,6.256
critical path: stages:
cell	delay (ns)
clkdlybuf4s50_1	0.45
buf_4	0.39
inv_2	0.42
ha_1	0.56
a211oi_1	0.35
o21ai_0	0.27
xor2_1	0.20
a211oi_1	0.27
o211ai_1	0.15
or4_1	0.55
or4_1	0.45
or4_1	0.47
or4_1	0.49
or4_4	0.57
nor4b_4	0.21
clkdlybuf4s50_1	0.49
layout by cell type (no fill, tap or decap), types with 12 or more instances in the layout:
cell type and n:
mux2_2 18, a211oi_1 22, o21ai_0 74, a21o_1 16, o211ai_1 21, nand2b_1 23
nand3_1 33, clkdlybuf4s50_1 98, inv_1 96, nand4_1 16, mux4_2 26, nand2_1 97
a221oi_1 18, o21bai_1 14, o22ai_1 45, a22oi_1 28, o31ai_1 12, a221o_1 15
mux2i_1 89, nor2_1 109, ha_1 100, buf_4 23, nor4_1 21, a21oi_1 85
nor3_1 28
power by group:
part	leakage [uW]	switching, uW	internal [uW]	total (uW)
sequential	0	0	0	0
clock	0	0	0	0
combinational	0.00426	249	157	406
total	0.00426	249	157	406
worst paths after layout:
kind	slack (ns)	depth (start not counted)	from	to
max	2.74	16	B[2]	Zero
min	7.20	6	ALUControl[1]	ALUResult[0]
cell type report:
| cell class | count | area (sq um) |
|---|---|---|
| well taps | 229 | 286.5 |
| repair buffers | 123 | 1164 |
| fillers | 1723 | 7802 |
| inverters | 100 | 375.4 |
| multi-input cells | 1113 | 8335 |
kinds of logic after synthesis:
group,Yosys count,share of synthesized area
XOR/XNOR,13,0.01245
AND/OR/NAND/NOR,400,0.2172
multiplexers,137,0.1910
buffers and inverters,199,0.08949
adder cells (fa/ha/maj),102,0.1412
AND-OR/OR-AND,461,0.3487
Power figures rest on the tool's default switching activity, not on a simulated workload.
